==> flow/run.sh <==
#!/bin/bash
# OpenROAD 26Q1-2900-gdf79404cd8, Yosys 0.63+post, stock flow scripts
make -C /OpenROAD-flow-scripts/flow DESIGN_CONFIG=/design/flow/config.mk WORK_HOME=/design/flow/orfs finish
==> flow/config.mk <==
export PLATFORM = sky130hd
export DESIGN_NAME = I2C_master
export DESIGN_NICKNAME = I2C_master
export VERILOG_FILES = /design/flow/design.v
export SDC_FILE = /design/flow/constraint.sdc
export NUM_CORES = 4
export LEC_CHECK = 1
export CORE_AREA = 10 10 85 85
export DIE_AREA = 0 0 95 95
==> flow/constraint.sdc <==
current_design I2C_master

set clk_period 1.0
set clk_io_pct 0.2

create_clock -name clk0 -period $clk_period [get_ports {clk}]

set non_clock_inputs [all_inputs -no_clocks]
set_input_delay [expr $clk_period * $clk_io_pct] -clock clk0 $non_clock_inputs
set_output_delay [expr $clk_period * $clk_io_pct] -clock clk0 [all_outputs]
==> flow/design.v <==
module I2C_master (
    input wire clk,
    output reg SCL,
    input wire ack,
    input wire rst,
    input wire [7:0] sda_in,
    input wire en, 
    output reg sda_out
);
    reg [1:0] SCL_counter = 2'b00;
    localparam IDLE = 2'b00;
    localparam START = 2'b01;
    localparam ADDRESS = 2'b10;
    localparam STOP = 2'b11;
    reg [1:0] state;
    reg [1:0] nextstate;
    reg [7:0] shiftreg = 8'd0;
    reg [3:0] datacounter = 4'b0;
    always @(posedge clk) begin
        SCL = 1'B1;
        SCL_counter = SCL_counter + 1'b1;
        if (SCL_counter == 2'b01) begin
            SCL <= 1'b0;
        end
        else 
            SCL_counter <= 1'b0;
    end
    always @(posedge clk) begin
        if (rst) begin
            state <= IDLE;
        end
        else begin
            state <= nextstate;
        end
    end
    always @(*) begin
        case (state)
            IDLE: begin
                datacounter = 4'b0;
                if (en) begin
                    nextstate = START;
                end
            end
            START: begin
                sda_out = 1'b0;
                datacounter = 4'b0;
                shiftreg = sda_in;
                nextstate = ADDRESS;
            end   
            ADDRESS: begin
                if ( SCL == 0 ) begin
                    sda_out <= shiftreg[7];
                    shiftreg = {shiftreg[6:0], 1'b0};
                    datacounter= datacounter+1;
                if (datacounter == 4'b1001) begin
                    nextstate = STOP;
                    datacounter = 4'b0;
                end
            end
            end
            STOP: begin
                nextstate = IDLE;
            end
        endcase
    end
endmodule
==> flow_summary.toml <==
# synthesis and place-and-route metrics
[power_and_ir_drop]
p_comb_share_pct = 13.0
clkPwrFrac_pct = 51.4
seq_power_share_pct = 35.7
leakagePower_uw = 0.000401
p_sw_uw = 127
vdd_drop_max_uv = 300
power_density_nw_per_um2 = 751
intPower_uw = 581
switching_share_pct = 18.0

[worst_hold_path]
worstHoldPathType = "flop to flop"

[timing]
tightestPinTransition_ns = 0.454
report.final.setup_viol = 0
untimed_endpoints = 16
drv_slew = 0
skew_ns = 0.00282
slew_headroom_pct = 69.7
unclocked_pins = 15
setup_tns_ns = 0
timing.fmax_ghz = 1.05
period_used_pct = 95.0
layout_min_cycle_time_ns = 0.950
hold_viol_final = 0
worst_hold_slack_ns = 0.404
rsz0062_at_grt = "false"

[clock_network]
h-tree-depth = 1
cts_tree = "yes"
clock_path_buffers = 2
hold_buffers = 0
cts_buffers = 3
clk_latency_ns = 0.22
clk_pin_slew_ns = 0.03
clockRootBuffer = "clkbuf_8"

[setup_path]
slowest_delay_ns = 0.30
path_cells = "dlygate4sd2_1"
crit_path_max_fanout = 2
worstPathRequired_ns = 0.80
worstSetupPathType = "flop to output port"
path_delay_family = "flip-flops"
worstPathArrival_ns = 0.75
slowest_stage = "dfxtp_2"
endpoint_kind = "output port"
critPathBufInv = 1
crit_path_start_kind = "flop"

[cells_and_area]
fin_area_um2 = 943
lay_top_count = "dlxtn_1"
final_cell_mix = "15 x dlxtn_1, 11 x clkdlybuf4s50_1, 9 x inv_1"
area_delta_synth_final_pct = 37.6
drive_gt1_share_pct = 15.5
layout.cells.non_filler = 156

[place]
gp_congestion = 0.697
hpwl_um = 948
dpl_cell_area_um2 = 898
place_inst = 152
port_buffers = 12

[route]
wl_um = 1130
antenna_left = 0
routedWlPerCell_um = 7.21
drcViolationCount = 0
diodes = 0
vias = 479
drtPass1Iterations = 2
drtIter0Drc = 4
avgViaCountPerCell = 3.07

[synthesis]
syn-cell-area_um2 = 686
synthCells = 68
syn_area_per_cell_um2 = 10.1
ys_types = 23
ys_area_um2 = 686
ys.flops = 20
yosysWarnings = 9
ys_cells = 68

[floorplanning]
ios = 14
die_x_um = 95
die_h_um = 95
rows = 27
die_area_um2 = 9030
fp_util_pct = 12.5
core_area_um2 = 5470

[global_route]
track_usage_pct = 2.28
grt_pass1_wl_um = 1750
grt_pass1_vias = 450
grt_max_degree = 13
overflow = 0
antenna_found_initial = 0

[flow_run]
max_cap_violations = 0
tool_warnings = 29

[outcome]
status = "finished clean"
per-layer routing:
metal	vias up	track usage, %	part of all wire (%)
li1	255	-	-
met1	215	2.33	40
met2	7	4.41	56
met3	2	0.561	2.8
met4	0	0.748	1.7
met5	-	0	0
synth_stat cells, drive strengths merged:
cell / instances / area share [%]
xnor2: 1 / 1.3
a32o: 1 / 1.5
ha: 6 / 11
dlxtn: 15 / 33
nor3: 1 / 0.73
and2: 3 / 2.7
a21oi: 3 / 2.2
a2111oi: 1 / 1.3
dfxtp: 5 / 15
nor2: 2 / 1.1
o22ai: 1 / 0.91
inv: 9 / 4.9
o2111ai: 1 / 1.3
nor2b: 3 / 2.7
a21o: 1 / 1.1
nand2: 2 / 1.1
and3b: 1 / 1.3
or3b: 1 / 1.3
buf: 1 / 0.73
mux2: 7 / 11
nand2b: 2 / 2.9
a21boi: 1 / 1.1
power by group through the flow:
stage | Combinational (uW) | Sequential [uW] | Clock, uW
4_1_cts | 94.7 | 253 | 375
5_1_grt | 101 | 255 | 385
6_report | 91.8 | 253 | 364
worst paths after layout:
check / from / to / slack, ns / cells past startpoint
setup reg to reg: SCL_counter[0] / SCL_counter[1] / 0.12 / 3
hold / removal: SCL_counter[0] / SCL_counter[0] / 0.40 / 1
setup / recovery: SCL / SCL / 0.05 / 1
hold reg to reg: SCL_counter[0] / SCL_counter[0] / 0.40 / 1
final cells by class:
| type | count | area (um2) |
|---|---|---|
| clock buffer | 4 | 45.0 |
| multi-input combinational | 38 | 322 |
| inverter | 9 | 33.8 |
| timing repair buffer | 13 | 126 |
| tap | 72 | 90.1 |
| sequential | 20 | 327 |
| fill | 624 | 4530 |
flip-flops by register name (all words and copies together), names as in the netlist:
signal       count
shiftreg         8
SCL              1
SCL_counter      2
datacounter      4
sda_out          1
nextstate        2
state            2
cell families (layout without fill, tap and decap cells):
group | count (synthesis) | after routing | synth area share (%)
multiplexers | 7 | 7 | 11.5
AND/OR/NAND/NOR | 15 | 15 | 13.9
latches | 15 | 15 | 32.8
adder cells (fa/ha/maj) | 6 | 6 | 10.9
XOR/XNOR | 1 | 1 | 1.28
buffers and inverters | 10 | 26 | 5.66
AND-OR/OR-AND | 9 | 9 | 9.31
flip-flops | 5 | 5 | 14.6
timing repair:
item                                    in CTS  in global routing
endpoints found under the setup margin       1                  0
buffers inserted                             0                  0
resized                                      2                  0
metrics by stage:
stage | util [%] | setup WS (ns) | power [uW]
floorplan | - | 0.142 | 298
global placement | 16.4 | 0.0282 | 349
detailed placement | 16.4 | 0.0256 | 350
CTS | 17.2 | 0.0365 | 723
global route | 17.2 | 0.0217 | 741
finish | 17.2 | 0.0500 | 708
Power figures rest on the tool's default switching activity, not on a simulated workload.
